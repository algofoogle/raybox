===== flow/run.sh =====
#!/bin/bash
# OpenROAD 26Q1-2900-gdf79404cd8, Yosys 0.63+post, stock flow scripts
make -C /OpenROAD-flow-scripts/flow DESIGN_CONFIG=/design/flow/config.mk WORK_HOME=/design/flow/orfs finish

===== flow/config.mk =====
export PLATFORM = sky130hd
export DESIGN_NAME = lzc_c
export DESIGN_NICKNAME = lzc_c
export VERILOG_FILES = /design/flow/design.v
export SDC_FILE = /design/flow/constraint.sdc
export NUM_CORES = 4
export LEC_CHECK = 1
export CORE_AREA = 10 10 70 70
export DIE_AREA = 0 0 80 80

===== flow/design.v =====
`default_nettype none
`timescale 1ns / 1ps
module lzc_c #(
    parameter WIDTH=24
)(
    input   [WIDTH-1:0] i_data,
    output  [6:0]       lzc_cnt
);
    function [6:0] f_lzc(input [WIDTH-1:0] data);
        if (WIDTH>64 || WIDTH<1) begin
            $error("lzc module only designed to support 1..64 inputs but you want: %1d", WIDTH);
        end
        if (WIDTH!=24) begin
            $error("lzc_b module is currently hardcoded to expect a WIDTH of %1d, but you want: %1d", 24, WIDTH);
        end
                if (            data[WIDTH- 1]) f_lzc =  0;  
        else    if (WIDTH>1  && data[WIDTH- 2]) f_lzc =  1;
        else    if (WIDTH>2  && data[WIDTH- 3]) f_lzc =  2;
        else    if (WIDTH>3  && data[WIDTH- 4]) f_lzc =  3;
        else    if (WIDTH>4  && data[WIDTH- 5]) f_lzc =  4;
        else    if (WIDTH>5  && data[WIDTH- 6]) f_lzc =  5;
        else    if (WIDTH>6  && data[WIDTH- 7]) f_lzc =  6;
        else    if (WIDTH>7  && data[WIDTH- 8]) f_lzc =  7;
        else    if (WIDTH>8  && data[WIDTH- 9]) f_lzc =  8;
        else    if (WIDTH>9  && data[WIDTH-10]) f_lzc =  9;
        else    if (WIDTH>10 && data[WIDTH-11]) f_lzc = 10;
        else    if (WIDTH>11 && data[WIDTH-12]) f_lzc = 11;
        else    if (WIDTH>12 && data[WIDTH-13]) f_lzc = 12;
        else    if (WIDTH>13 && data[WIDTH-14]) f_lzc = 13;
        else    if (WIDTH>14 && data[WIDTH-15]) f_lzc = 14;
        else    if (WIDTH>15 && data[WIDTH-16]) f_lzc = 15;
        else    if (WIDTH>16 && data[WIDTH-17]) f_lzc = 16;
        else    if (WIDTH>17 && data[WIDTH-18]) f_lzc = 17;
        else    if (WIDTH>18 && data[WIDTH-19]) f_lzc = 18;
        else    if (WIDTH>19 && data[WIDTH-20]) f_lzc = 19;
        else    if (WIDTH>20 && data[WIDTH-21]) f_lzc = 20;
        else    if (WIDTH>21 && data[WIDTH-22]) f_lzc = 21;
        else    if (WIDTH>22 && data[WIDTH-23]) f_lzc = 22;
        else    if (WIDTH>23 && data[WIDTH-24]) f_lzc = 23;  
        else                                    f_lzc = WIDTH;
    endfunction
    assign lzc_cnt = f_lzc(i_data);
endmodule

===== flow/constraint.sdc =====
current_design lzc_c

set clk_period 2.4
set clk_io_pct 0.2

create_clock -name clk0 -period $clk_period

set non_clock_inputs [all_inputs -no_clocks]
set_input_delay [expr $clk_period * $clk_io_pct] -clock clk0 $non_clock_inputs
set_output_delay [expr $clk_period * $clk_io_pct] -clock clk0 [all_outputs]

==> impl_metrics.py <==
# Auto-generated metrics
metrics = {
    "outcome": {
        "status": "finished clean",
    },
    "logic_synthesis": {
        "synthXorXnorAreaFrac_pct": 0,
        "synth_area_per_cell_um2": 5.64,
        "ys_seq_share_pct": 0,
        "simple_gate_area_share_pct": 54.3,
        "synth_cell_types": 22,
        "yosys_area_um2": 288,
        "synthAdderAreaFrac_pct": 0,
        "yosys-mux-area-fraction_pct": 0,
        "synthTopLogicFamily": "simple AND/OR/NAND/NOR gates",
        "syn_inst": 51,
        "ys_sh_aoi_pct": 36.5,
        "synth_area_um2": 288,
        "yosys-stat-cells": 51,
        "yosys_warnings": 1,
    },
    "power_and_ir_drop": {
        "powerDensity_nw_per_um2": 128,
        "power.leakage_uw": 0.000335,
        "peakVddDrop_mv": 0.0633,
    },
    "routing": {
        "wirelength_um": 1560,
        "drc": 0,
        "via_per_inst": 3.73,
        "ant_nets": 0,
        "drt-wirelength-per-cell_um": 11.0,
        "drt_first_iter_violations": 8,
        "antenna-diode-count": 0,
        "first_pass_iters": 4,
        "vias": 529,
    },
    "worst_setup_path": {
        "slowest_stage": "clkdlybuf4s50_1",
        "cp_max_fo": 3,
        "crit_path_max_incr_delay_ns": 0.45,
        "arrival_ns": 1.80,
        "cp-start-kind": "input port",
        "path_cells": "clkdlybuf4s50_1, nor4_2, buf_4, nand2_1, a31oi_1, nor2_1, dlygate4sd2_1",
        "required_ns": 1.92,
        "endpoint_kind": "primary output",
        "worstSetupPathType": "in -> out",
    },
    "grt": {
        "grt-ovfl-total": 0,
        "antenna_found_initial": 0,
        "grt_usage_pct": 4.71,
        "grt_max_degree": 5,
        "grt_pass1_vias": 547,
        "grt_pass1_wl_um": 2480,
    },
    "placed_design": {
        "port_buffers": 29,
        "dp_hpwl_um": 1340,
        "placed_cell_area_um2": 752,
        "gp_congestion": 0.775,
        "place_inst": 142,
    },
    "sta": {
        "fmax_mhz": 438,
        "finalMaxSlewViolations": 0,
        "hold_viol_final": 0,
        "setup_violations": 0,
        "period_minus_slack_ns": 2.28,
        "rsz0062_at_grt": "false",
        "finalCritPeriodShare_pct": 95.1,
    },
    "finish": {
        "drive_gt1_share_pct": 31.3,
        "stdcell_count": 142,
        "flop-count": 0,
        "fin_area_um2": 803,
        "clock_buffer_count": 0,
        "fillers": 384,
        "synthToLayoutAreaGrowth_pct": 179,
        "seq_area_um2": 0,
    },
    "clock_network": {
        "cts_hold_buf": 0,
        "post_cts_buffers": 0,
    },
    "die": {
        "dieArea_um2": 6400,
        "die_w_um": 80,
        "die_y_um": 80,
        "floorplan.core_util_pct": 8.42,
        "coreArea_um2": 3420,
        "boundaryPins": 31,
        "rows": 21,
    },
    "flow_run": {
        "warnings": 32,
        "maxCapViolCount": 0,
    },
    "min_path": {
        "hold_path_class": "in -> out",
        "worstHoldPathCells": 5,
        "hold_start": "i_data[14]",
        "hold_end": "lzc_cnt[1]",
    },
}
logic make-up (layout without fill, tap and decap cells):
logic type      after synthesis  after routing
compound gates               15             15
buf+inv                       4             48
other cells                   1              2
simple gates                 31             31
power by group:
| group | leakage, µW | internal, µW | total (µW) | switching, µW |
|---|---|---|---|---|
| Sequential | 0 | 0 | 0 | 0 |
| Clock | 0 | 0 | 0 | 0 |
| Combinational | 0.000335 | 62.1 | 103 | 41.1 |
critical path, delay by kind of cell:
family / cells / cell delay [ns]
and+or+nand+nor: 3 / 0.33
AOI/OAI and AO/OA: 1 / 0.14
buffers and inverters: 3 / 0.84
metal layers:
| layer | global-route usage [%] | share of wire, % | vias up |
|---|---|---|---|
| met1 | 6.66 | 50 | 224 |
| met4 | 0 | 0 | 0 |
| met5 | 0 | 0 | - |
| li1 | - | - | 282 |
| met3 | 2.05 | 12 | 0 |
| met2 | 6.82 | 38 | 23 |
synth_stat cells:
cell type	instances	area share, %
o21bai_1	3	7.8
a21boi_2	1	3.9
buf_4	2	5.2
or4_1	1	2.6
a221oi_1	1	3.0
o21ai_0	3	5.2
or3_1	1	2.2
nand3_1	1	1.7
or2_2	1	2.2
nor3_1	4	7.0
nor4_1	6	13
o31ai_1	1	2.6
nor2b_1	3	6.5
o211ai_1	2	5.2
conb_1	1	1.3
o21ai_1	1	1.7
nor2_1	10	13
nand2b_1	1	2.2
nand2_1	3	3.9
a31oi_1	2	4.3
inv_1	2	2.6
a21o_1	1	2.6
final cells by class:
type                       instances  area (µm²)  share of cell area [%]
inverter                           2        7.51                   0.935
multi-input combinational         48         348                    43.3
tap                               46        57.6                    7.17
timing repair buffer              46         390                    48.6
placed cells by master (no fill, tap or decap), types with 2 or more instances in the layout:
cell,instances
a31oi_1,2
buf_4,17
clkbuf_2,2
clkdlybuf4s50_1,13
conb_1,2
dlygate4sd2_1,12
inv_1,2
nand2_1,3
nor2_1,10
nor2b_1,3
nor3_1,3
nor4_2,4
o211ai_1,2
o21ai_0,2
o21ai_1,2
o21bai_1,3
worst max-delay path by stage:
stage	from	slack, ns	cells past startpoint	end
after global routing	i_data[13]	0.002	7	lzc_cnt[3]
final	i_data[13]	0.12	7	lzc_cnt[3]
after CTS	i_data[0]	0.005	6	lzc_cnt[0]
repair_timing:
| item | CTS | global route |
|---|---|---|
| pin swaps | 6 | 7 |
| gates resized | 27 | 8 |
| endpoints found under the setup margin | 5 | 3 |
metrics by stage:
step           utilization [%]  TNS [ns]  hold WS [ns]  setup WS (ns)  power, µW
2_1_floorplan                -         0          1.05          0.655       21.4
3_3_place_gp              22.0     -1.46          2.06         -0.348       96.8
3_5_place_dp              22.0     -1.41          2.06         -0.358       98.0
4_1_cts                   23.1         0          1.59        0.00515       99.5
5_1_grt                   23.5         0          1.60        0.00222        113
6_report                  23.5         0          1.55          0.118        103
Power is estimated from default activity; no workload was simulated.
