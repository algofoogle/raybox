==> flow/design.v <==
`default_nettype none
`timescale 1ns / 1ps
`default_nettype none
`timescale 1ns / 1ps
module trace_buffer(
    input           clk,
    input           cs,
    input           we,
    input           oe,
    input [9:0]     column,
    inout [15:0]    vdist,   
    inout [1:0]     wtid,    
    inout           side,
    inout [5:0]     tex
);
    reg [15:0]      vdist_out;
    reg [1:0]       wtid_out;    
    reg             side_out;
    reg [5:0]       tex_out;
    reg [15:0]      dummy_vdist_memory  [0:640-1];   
    reg [1:0]       dummy_wtid_memory   [0:640-1];   
    reg             dummy_side_memory   [0:640-1];   
    reg [5:0]       dummy_tex_memory    [0:640-1];   
    wire read_mode  = (cs && oe && !we);
    assign vdist    = read_mode ? vdist_out : 16'bz;
    assign wtid     = read_mode ? wtid_out  : 2'bz;
    assign side     = read_mode ? side_out  : 1'bz;
    assign tex      = read_mode ? tex_out   : 6'bz;
    always @(posedge clk) begin : MEM_WRITE
        if (cs && we) begin
            dummy_vdist_memory  [column]    = vdist;
            dummy_wtid_memory   [column]    = wtid;
            dummy_side_memory   [column]    = side;
            dummy_tex_memory    [column]    = tex;
        end
    end
    always @(posedge clk) begin : MEM_READ
        if (read_mode) begin
            vdist_out   = dummy_vdist_memory[column];
            wtid_out    = dummy_wtid_memory [column];
            side_out    = dummy_side_memory [column];
            tex_out     = dummy_tex_memory  [column];
        end
    end
endmodule
==> flow/run.sh <==
#!/bin/bash
# OpenROAD 26Q1-2900-gdf79404cd8, Yosys 0.63+post, stock flow scripts
make -C /OpenROAD-flow-scripts/flow DESIGN_CONFIG=/design/flow/config.mk WORK_HOME=/design/flow/orfs finish
==> flow/config.mk <==
export PLATFORM = sky130hd
export DESIGN_NAME = trace_buffer
export DESIGN_NICKNAME = trace_buffer
export VERILOG_FILES = /design/flow/design.v
export SDC_FILE = /design/flow/constraint.sdc
export NUM_CORES = 4
export LEC_CHECK = 1
export CORE_UTILIZATION = 30
export SYNTH_MEMORY_MAX_BITS = 65536
==> flow/constraint.sdc <==
current_design trace_buffer

set clk_period 92.9
set clk_io_pct 0.2

create_clock -name clk0 -period $clk_period [get_ports {clk}]

set non_clock_inputs [all_inputs -no_clocks]
set_input_delay [expr $clk_period * $clk_io_pct] -clock clk0 $non_clock_inputs
set_output_delay [expr $clk_period * $clk_io_pct] -clock clk0 [all_outputs]
==> CHANGELOG.md <==
### Implementation results

* Max Root-Sink Buffers at 6
* Post-synth regs at 16000
* Yosys cell count at 30800
* Hold Buf Count CTS at 0
* Exit stage: 4_1_cts
* Stop Error: [error] [KeplerFormal.cpp:679] Workflow failed: Iso has multiple drivers: .tex2, place4683.X0
* Post-Synthesis Cells at 30800
* Top_reg_cell synth: edfxtp_1
* Die height at 1430 um
* Cell Area, Synth at 610000 um2
* YS chip area at 610000 um2
* Average cell area after synthesis at 19.8 um2
* Netlist cell types at 63
* Hpwl dp at 1170000 um
* Count of library flops with an enable pin at 16000
* FP Core Util at 30.1%
* Placer Congestion at 0.916
* TritonCTS Buffers at 1656
* CTS sink cnt at 16000
* # IOs at 39
* Resize count post-CTS at 0
* Number of port buffers at 13
* H-tree depth at 7
* Post-CTS Setup Repair Bufs at 0
* Register area share after synthesis at 79.0%
* FP Rows at 523
* Post-synth ARST share at 0%
* Outcome: stopped before the end
* Root buf cell: clkbuf_16
* DIE WIDTH at 1430 um
* Total of warnings raised by yosys at 5
per-stage QoR:
stage	util, %	worst slack [ns]	cell area [um2]	instances
detailed placement	32.3	63.27	655000	57900
global placement	32.3	63.33	655000	57900
floorplan	-	66.70	610000	30800
cell usage after synthesis, types with 218 or more instances:
library cell / n / area share, %
nor4_1: 635 / 0.65
a22oi_1: 350 / 0.43
buf_2: 921 / 0.76
o22ai_1: 2827 / 2.9
mux2i_1: 5829 / 9.6
clkbuf_1: 457 / 0.28
nand3_1: 218 / 0.18
buf_4: 303 / 0.37
nand2_1: 230 / 0.14
nor2_1: 841 / 0.52
mux4_2: 1095 / 4.0
edfxtp_1: 16000 / 79
cell families after synthesis:
family | after synthesis | synth area share [%]
flops | 16000 | 79.0
mux | 6948 | 13.7
buf+inv | 1863 | 1.59
compound gates | 3741 | 3.98
simple gates | 2222 | 1.80
